===== ./design.v =====
`timescale 1ns / 1ps
module Config_data_Combination #(parameter DATA_WIDTH=170,  
                                 parameter CNT_WIDTH=8,  
                                 parameter TMP_WIDTH=((DATA_WIDTH+15)/16)*16  
   ) (
   input clk_in,  
   input rst,  
   input [15:0] data_in,  
   input pulse,  
   output reg [DATA_WIDTH-1:0] data_out  
   );
reg [CNT_WIDTH-1:0] counter;
reg [TMP_WIDTH-1:0] data_tmp;
reg [2:0] current_state, next_state;
parameter s0=3'b001;
parameter s1=3'b010;
parameter s2=3'b100;
always@(posedge clk_in or posedge rst)
begin
  if(rst)
    begin
    current_state<=s0;
    end
  else
    begin
    current_state<=next_state;
    end
end                                 
always@(current_state or rst or pulse or counter)
begin
 if(rst)
  begin
  next_state<=s0;
  end
 else
  begin
  case(current_state)
    s0:next_state=(pulse==1)?s1:s0;
    s1:next_state=(counter>= DATA_WIDTH)?s2:s0;
    s2:next_state=s0;
    default:next_state=s0;   
  endcase
  end
end
always@(posedge clk_in or posedge rst)
begin
  if(rst)
   begin
    data_tmp<=0;
    counter<=0;
    data_out<=0;
   end
  else
   begin
    case(next_state)
      s0:
       begin
        data_tmp<=data_tmp;
        counter<=counter;    
        data_out<=data_out;   
       end
      s1:
       begin    
       data_tmp<=data_tmp + (data_in << counter);
       counter=counter+5'b10000;
       data_out<=data_out;
       end
      s2:
       begin
       data_tmp<=0;
       counter<=0;
       data_out<=data_tmp[DATA_WIDTH-1:0];
       end       
      default:
       begin
       data_tmp<=0;
       counter<=0;
       data_out<=0;      
       end      
    endcase
   end
end
endmodule

===== ./run.sh =====
#!/bin/bash
# OpenROAD 26Q1-2900-gdf79404cd8, Yosys 0.63+post, stock flow scripts
make -C /OpenROAD-flow-scripts/flow DESIGN_CONFIG=/design/flow/config.mk WORK_HOME=/design/flow/orfs finish

===== ./config.mk =====
export PLATFORM = sky130hd
export DESIGN_NAME = Config_data_Combination
export DESIGN_NICKNAME = Config_data_Combination
export VERILOG_FILES = /design/flow/design.v
export SDC_FILE = /design/flow/constraint.sdc
export NUM_CORES = 4
export LEC_CHECK = 1
export CORE_UTILIZATION = 50

===== ./constraint.sdc =====
current_design Config_data_Combination

set clk_period 29.4
set clk_io_pct 0.2

create_clock -name clk0 -period $clk_period [get_ports {clk_in}]

set non_clock_inputs [all_inputs -no_clocks]
set_input_delay [expr $clk_period * $clk_io_pct] -clock clk0 $non_clock_inputs
set_output_delay [expr $clk_period * $clk_io_pct] -clock clk0 [all_outputs]

==> impl_metrics.py <==
# Generated from Yosys and OpenROAD reports
metrics = {
    "worst_setup_path": {
        "crit_path_end_kind": "flip-flop",
        "timing.critical_path.required_ns": 29.92,
        "worst_setup_path_category": "in -> reg",
        "ff2ff_setup_slack_ns": 23.98,
        "arrival_ns": 11.27,
        "crit_path_start_kind": "input pin",
        "crit_path_max_fanout": 11,
    },
    "synth": {
        "numSynthFlops": 347,
        "synth_async_sr_flop_share_pct": 100,
        "enable_flop_cells": 0,
        "syn-instance-count": 2997,
        "synth_area_um2": 24900,
        "ys_warn_count": 1,
        "synth_area_per_cell_um2": 8.29,
        "post_synth_most_frequent_cells": "383 x sky130_fd_sc_hd__nand2_1, 346 x sky130_fd_sc_hd__dfrtp_1, 299 x sky130_fd_sc_hd__o21ai_0, 270 x sky130_fd_sc_hd__a21oi_1, 185 x sky130_fd_sc_hd__a22o_1",
        "synth_cell_type_count": 71,
        "netlist_top_cells_area": "sky130_fd_sc_hd__dfrtp_1 35%, sky130_fd_sc_hd__ha_1 8.6%, sky130_fd_sc_hd__a22o_1 6.5%, sky130_fd_sc_hd__o21ai_0 6.0%, sky130_fd_sc_hd__nand2_1 5.8%",
        "synth_largest_type_area_fraction_pct": 34.8,
        "synth_chip_area_um2": 24900,
        "postSynth.topFlopCell": "sky130_fd_sc_hd__dfrtp_1",
        "synth_stat.cells": 2997,
        "synth.yosys.seq_area_share_pct": 34.9,
        "synth.largest_area_cell": "sky130_fd_sc_hd__dfrtp_1",
        "cell_with_the_most_instances_after_synthesis": "sky130_fd_sc_hd__nand2_1",
    },
    "grt": {
        "grt_overflow_total": 0,
        "grt_pass1_wl_um": 136000,
        "first_global_vias": 22500,
        "global_route.usage.total_pct": 36.7,
        "grt_start_max_net_pins": 87,
        "antenna_found_initial": 9,
    },
    "timing": {
        "worst_clock_skew_ns": 0.0284,
        "fmaxAchievable_mhz": 93.0,
        "finalClockPeriodUsage_pct": 36.6,
        "hold_viol_final": 0,
        "transition_time_at_the_pin_with_the_least_slew_margin_ns": 0.919,
        "tns_ns": 0,
        "finalCriticalPeriod_ns": 10.75,
        "timing.max_slew.rel_slack_pct": 37.1,
        "rsz0062_at_grt": "no",
        "drv_slew": 0,
        "setup-violations-final": 0,
    },
    "floorplanning": {
        "die_h_um": 225,
        "io-pin-count": 189,
        "chip_area_um2": 50600,
        "die-width_um": 225,
        "num_rows": 81,
        "floorplan.initialDensity_pct": 50.8,
        "core_um2": 49000,
    },
    "routing": {
        "drt_drc_violations_left": 0,
        "routed_wl_um": 89300,
        "drt_pre_antenna_iters": 6,
        "first_iter_violations": 2146,
        "dr_total_vias": 23700,
        "drtAntennaViolNets": 0,
        "avgRoutedWirePerCell_um": 23.6,
        "routed_via_density": 6.26,
    },
    "place": {
        "dp_hpwl_um": 65600,
        "gp_congestion": 1.09,
        "io_buffers": 188,
        "placed_cells_incl_taps": 3700,
    },
    "job": {
        "cap_violations": 0,
        "openroad.warnings": 28,
    },
    "pwr": {
        "vdd_drop_max_mv": 0.0457,
        "total_leakage_power_nw": 12.3,
        "powerDensity_nw_per_um2": 41.7,
    },
    "clocking": {
        "cts_tree": "done",
        "clk_latency_ns": 0.59,
        "cts-root-to-sink-buffers": 3,
        "cts_root_buffer": "sky130_fd_sc_hd__clkbuf_16",
        "post_cts_resize_count": 0,
        "cts_num_sinks": 347,
        "htree_num_levels": 2,
        "cts-buffers-inserted": 38,
        "cts_setup_buffers": 0,
        "clkSlewWorstSetupHoldPaths_ns": 0.06,
        "post_cts_hold_buffer_count": 0,
    },
    "layout": {
        "area_growth_syn_to_layout_pct": 14.9,
        "instances_no_fill": 3777,
        "fillers": 4274,
        "final_layout_size_suffix_gt1_share_pct": 4.67,
    },
    "hold_path": {
        "timing.hold.worst.class": "reg -> reg",
    },
    "status": {
        "status": "finished clean",
    },
}
[stage by stage]
stage               cell area [um^2]  setup WS (ns)  hold WS (ns)  utilization [%]  power [mW]
finish                         28600          18.65         0.502             58.3        1.19
global route                   28600          18.42         0.518             58.3        1.23
CTS                            28500          18.83         0.507             58.3        1.20
detailed placement             27200          18.24         0.490             55.6       0.681
global placement               27200          18.40         0.487             55.6       0.678
floorplan                      24900          13.90         0.449                -       0.628
[worst max-delay path, cell delays in order]
cell,delay [ns]
sky130_fd_sc_hd__clkdlybuf4s50_1,1.05
sky130_fd_sc_hd__and2_1,0.24
sky130_fd_sc_hd__ha_1,0.18
sky130_fd_sc_hd__inv_1,0.06
sky130_fd_sc_hd__fa_1,0.39
sky130_fd_sc_hd__nor2b_1,0.18
sky130_fd_sc_hd__o31a_1,0.22
sky130_fd_sc_hd__o31ai_1,0.16
sky130_fd_sc_hd__a211oi_2,0.34
sky130_fd_sc_hd__o211ai_1,0.17
sky130_fd_sc_hd__a211o_1,0.41
sky130_fd_sc_hd__a2111oi_4,0.54
sky130_fd_sc_hd__o21a_1,0.19
sky130_fd_sc_hd__nor2_2,0.09
sky130_fd_sc_hd__o21a_1,0.24
sky130_fd_sc_hd__o31a_1,0.35
sky130_fd_sc_hd__or4_1,0.47
sky130_fd_sc_hd__nand3_1,0.10
[state kept, by name, indices dropped and copies added, names as in the netlist]
signal,count
data_out,170
data_tmp,170
counter,4
current_state,3
[per-layer routing]
layer	track usage, %	wire [um]
met5	0	55
met4	13.6	4000
met3	10.2	8270
met2	52.1	37800
met1	54.7	39200
[logic make-up after synthesis]
kind of cell             count (synthesis)  synth area share, %
AND-OR/OR-AND                         1066                 27.6
AND/OR/NAND/NOR                       1000                 19.3
flip-flops                             347                 34.9
buffers and inverters                  250                 3.86
adder cells (fa/ha/maj)                172                 8.69
XOR/XNOR                               162                 5.71
[final timing paths]
check,end,startpoint,cells past startpoint
min in group asynchronous,data_out[17],rst,2
min,data_out[167],data_out[167],1
max reg2reg,data_tmp[166],counter[5],19
max,data_tmp[166],data_in[0],18
min reg2reg,data_out[167],data_out[167],1
max in group asynchronous,data_out[161],rst,4
[report_power, final]
| part | switching [mW] | internal, mW |
|---|---|---|
| Clock | 0.213 | 0.301 |
| Combinational | 0.115 | 0.0536 |
| Sequential | 0.0177 | 0.490 |
[final cells by class]
cell class / instances / area [um^2] / area share [%]
Tap cell: 664 / 831 / 2.91
Inverter: 57 / 221 / 0.775
Clock buffer: 51 / 1100 / 3.85
Timing Repair Buffer: 232 / 2210 / 7.75
Multi-Input combinational cell: 2400 / 15300 / 53.4
Sequential cell: 347 / 8680 / 30.4
Antenna cell: 7 / 17.5 / 0.0613
Clock inverter: 19 / 240 / 0.841
[cells in the final DEF (no fill, tap or decap), types with 15 or more instances in the layout]
master / instances
sky130_fd_sc_hd__a31oi_1: 38
sky130_fd_sc_hd__xor2_1: 74
sky130_fd_sc_hd__inv_1: 56
sky130_fd_sc_hd__clkdlybuf4s50_1: 188
sky130_fd_sc_hd__o21ai_0: 299
sky130_fd_sc_hd__a21o_1: 69
sky130_fd_sc_hd__dfrtp_1: 346
sky130_fd_sc_hd__o21a_1: 35
sky130_fd_sc_hd__ha_1: 171
sky130_fd_sc_hd__nand4_1: 97
sky130_fd_sc_hd__nand3_1: 35
sky130_fd_sc_hd__nand2_1: 383
sky130_fd_sc_hd__xnor2_1: 88
sky130_fd_sc_hd__o21bai_1: 48
sky130_fd_sc_hd__a21oi_1: 270
sky130_fd_sc_hd__clkbuf_16: 38
sky130_fd_sc_hd__nor3_1: 44
sky130_fd_sc_hd__and2_1: 171
sky130_fd_sc_hd__buf_4: 44
sky130_fd_sc_hd__a22o_1: 185
sky130_fd_sc_hd__nor2_1: 178
sky130_fd_sc_hd__or3_1: 17
sky130_fd_sc_hd__nor4_1: 15
No activity file was given, so power comes from the tool's default toggle rates.
