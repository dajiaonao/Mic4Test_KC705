[design.v]
`timescale 1ns / 1ps
module Format_Data #(parameter DATA_WIDTH=170,  
                     parameter VALID_WIDTH=32,  
                     parameter NUM_WIDTH=4,  
                     parameter FIFO_WIDTH=36,  
                     parameter NUMBER=DATA_WIDTH/VALID_WIDTH+1,  
                     parameter TOTAL_DATA_WIDTH=NUMBER*VALID_WIDTH  
   ) (
   input clk,
   input rst,
   input start,
   input [DATA_WIDTH-1:0] data_in,
   input fifo_full,
   input valid,
   output reg fifo_wr_en,
   output reg [FIFO_WIDTH-1:0] data_out
   );
reg [NUM_WIDTH-1:0] counter;
reg [TOTAL_DATA_WIDTH-1:0] multi;
reg [3:0] current_state, next_state;
parameter s0=4'b0001;
parameter s1=4'b0010;
parameter s2=4'b0100;
parameter s3=4'b1000;
always@(negedge clk or posedge rst)
begin
if(rst)
 begin
 current_state<=s0;
 end
else
 begin
 current_state<=next_state;
 end
end
always@(current_state or rst or valid or counter or start or fifo_full)
begin
 if(rst)
  begin
  next_state=s0;
  end
 else
  begin
   case(current_state)
     s0:next_state=(start==1)?s1:s0;
     s1:next_state=(valid==1&&fifo_full==0)?s2:s1;
     s2:next_state=(fifo_full==1)?s3:
                     (counter==0)?s0:s2;
     s3:next_state=(fifo_full==0)?s2:s3;                
     default:next_state=s0;
    endcase
  end
end
always@(negedge clk or posedge rst)
begin
if(rst)
 begin
 counter <= 0;
 multi <= 0;
 data_out <= 0;
 fifo_wr_en <= 0;
 end
else
 begin
  case(next_state)
   s0:
     begin
     counter <= 0;
     multi <= 0;
     data_out <= 0;
     fifo_wr_en <= 0;
     end
   s1:
     begin
     counter <= NUMBER;
     multi <= {VALID_WIDTH{1'b1}} << TOTAL_DATA_WIDTH-VALID_WIDTH;
     data_out <= 0;
     fifo_wr_en <= 0;
     end
   s2:
     begin
     counter <= counter - 1'b1;    
     data_out <= (data_in & multi)>> (counter-1'b1)*VALID_WIDTH;
     multi <= multi >> VALID_WIDTH;
     fifo_wr_en <= 1;
     end
   s3:
     begin
     counter <= counter;
     multi <= multi;
     data_out <= data_out;
     fifo_wr_en <= 0;
     end
   default:
     begin
     counter <= 0;
     multi <= 0;
     data_out <= 0;
     fifo_wr_en <= 0;
     end
  endcase
 end
end
endmodule
[run.sh]
#!/bin/bash
# OpenROAD 26Q1-2900-gdf79404cd8, Yosys 0.63+post, stock flow scripts
make -C /OpenROAD-flow-scripts/flow DESIGN_CONFIG=/design/flow/config.mk WORK_HOME=/design/flow/orfs finish
[constraint.sdc]
current_design Format_Data

set clk_period 3.7
set clk_io_pct 0.2

create_clock -name clk0 -period $clk_period [get_ports {clk}]

set non_clock_inputs [all_inputs -no_clocks]
set_input_delay [expr $clk_period * $clk_io_pct] -clock clk0 $non_clock_inputs
set_output_delay [expr $clk_period * $clk_io_pct] -clock clk0 [all_outputs]
[config.mk]
export PLATFORM = sky130hd
export DESIGN_NAME = Format_Data
export DESIGN_NICKNAME = Format_Data
export VERILOG_FILES = /design/flow/design.v
export SDC_FILE = /design/flow/constraint.sdc
export NUM_CORES = 4
export LEC_CHECK = 1
export CORE_UTILIZATION = 40
==> impl_metrics.tcl <==
# place-and-route summary
set metrics [dict create \
    status "finished clean" \
    top_area_cell "dfrtn_1" \
    net-switching-power_w 0.000275 \
    whs_path_depth 2 \
    grt.busiest_layer "met2" \
    netlist_instances 410 \
    cp-startpoint "rst" \
    slew_headroom_pct 37.5 \
    timing.rr.end "data_out[27]" \
    top_cell "nand2_1" \
    n_fill_cell 670 \
    die_w_microns 94.3 \
    ys_seq_share_pct 37.5 \
    swShare_pct 22.4 \
    fp-utilization_pct 41.5 \
    grt_max_degree 52 \
    dp_slack_ns -0.721 \
    ys_types 49 \
    ant_nets 0 \
    dr.pass1.iters 5 \
    rrSetupSlack_ns 0.98 \
    fin_skew_ns 0.0584 \
    wirelength_mm 12.6 \
    worst-slew-pin-transition_ns 0.934 \
    seqCellArea_sq_um 1280 \
    rows 33 \
    whs_ns 0.421 \
    hold_start "data_out[22]" \
    cp.required_ns 2.19 \
    p_int_w 0.000951 \
    power_frac_seq_pct 46.4 \
    yosys_cells 410 \
    start_kind "primary input" \
    common_cells "nand2_1, dfrtn_1, o22ai_1" \
    avgSynthCellArea_sq_um 8.32 \
    hold_violations 0 \
    hp-class "flop to flop" \
    vias 4109 \
    syn_to_final_growth_pct 72.1 \
    clkLatencyLatePin_ns 0.36 \
    path_cells "buf_2 > or4_4 > a21boi_4 > buf_6 > and2_4 > a32o_1" \
    met1_usage_pct 41.3 \
    num_io_pins 212 \
    vias_per_cell 5.69 \
    place.gp.congestion 0.931 \
    worstSetupEndpointType "flop" \
    yosysTopAreaCellShare_pct 36.7 \
    rsz0062_at_grt "no" \
    die_h_microns 94.3 \
    cp_slowest_cell "or4_4" \
    cp_num_buf_inv 2 \
    die_area_sq_um 8900 \
    async_flop_share_pct 100 \
    total_leakage_power_nw 2.38 \
    worstReg2RegStart "counter[0]" \
    use_met3_pct 4.17 \
    warnings 28 \
    dpl.hpwl_mm 9.57 \
    path_delay_family "simple AND/OR/NAND/NOR gates" \
    path_clk_slew_ns 0.06 \
    powerDensity_nw_per_um2 209 \
    htreeDepth 2 \
    drive_above_1_share_pct 9.40 \
    ys.flops 51 \
    portBuffers 211 \
    yosysWarningCount 1 \
    grt_pass1_wl_mm 19.4 \
    core_region_area_sq_um 8220 \
    comb_area_sq_um 2010 \
    route.detailed.drc 0 \
    setup_violations 0 \
    cts_buffers 5 \
    path_max_fanout 8 \
    whs_endpoint "data_out[22]" \
    grt_util_all_layers_pct 28.9 \
    clockPowerShare_pct 30.9 \
    clock-sinks 51 \
    cp_data_arrival_time_ns 2.13 \
    yosys-stat-area_sq_um 3410 \
    final_max_slew_viol_count 0 \
    r2r_cells 7 \
    edf_count 0 \
    synthesis.area_sq_um 3410 \
    combinationalPowerShare_pct 22.7 \
    cts_tree "done" \
    cap_viol_max_count 0 \
    ys.flop_type "dfrtn_1" \
    wl_per_cell_microns 17.4 \
    worst-setup-path-type "primary input to flop" \
    grt_pass1_vias 3897 \
    vdd_drop_max_uv 219 \
    n_antenna_cell 0 \
    worst_slack_ns 0.0613 \
    clock-root-buffer "clkbuf_8" \
    antenna_found_initial 0 \
    ys_top_cells_by_area "dfrtn_1, nand2_1, a221o_1, a22oi_1, o22ai_1" \
    cts_buffer_depth 2 \
    fin_tns_setup_ns 0 \
    drt_iter0_markers 177 \
    met2_usage_pct 49.1 \
    overflow 0 \
    slowest_delay_ns 0.53 \
]
-- how the worst max path moves through the flow --
stage	endpoint	slack, ns	cells after the start
after global routing	data_out[30]	0.004	6
final	data_out[2]	0.06	6
after CTS	counter[0]	0.006	7
-- worst register-to-register path: cells and delay by family (launching register included) --
family	cells	cell delay, ns
flip-flops	1	0.42
AND/OR/NAND/NOR	2	1.10
buffers and inverters	2	0.44
adder cells (fa/ha/maj)	1	0.37
AND-OR/OR-AND	2	0.41
-- per-layer routing --
layer / wire (microns) / vias to the layer above / part of all wire [%]
met1: 5250 / 1929 / 42
met2: 6210 / 179 / 49
met4: 174 / 0 / 1.4
met5: 0 / - / 0
li1: - / 1989 / -
met3: 930 / 12 / 7.4
-- kinds of logic after synthesis --
logic type | count (synthesis) | synth area share, %
xor gates and xnor gates | 1 | 0.257
DFF | 51 | 37.5
buffers and inverters | 43 | 5.69
AOI/OAI and AO/OA | 168 | 36.5
and+or+nand+nor | 145 | 19.4
adders and majority gates | 1 | 0.367
muxes | 1 | 0.330
-- placed cells by master (no fill, tap or decap), types with 3 or more instances in the layout --
cell	netlist	final
and3_1	6	6
dlygate4sd2_1	0	37
buf_12	0	3
clkbuf_8	0	5
a221oi_1	17	16
a22o_1	13	13
a31oi_1	5	5
o21ai_1	23	20
nor2b_1	5	5
buf_4	2	21
nand3_1	6	6
nand2b_1	4	3
inv_1	4	3
dfrtn_1	50	50
nor2_1	6	5
o21ai_0	4	4
clkdlybuf4s50_1	0	171
o22ai_1	34	34
o31ai_1	5	4
a21oi_1	4	4
o21ai_2	0	3
a221o_1	23	23
a22oi_1	29	29
nand2_1	99	99
-- per-stage QoR --
step           instance area [sq um]  total power (W)  cells  util [%]
2_1_floorplan                   3430         0.000641    410         -
3_3_place_gp                    5660         0.000852    705      68.8
3_5_place_dp                    5660         0.000854    705      68.8
4_1_cts                         5830          0.00123    722      71.0
5_1_grt                         5870          0.00127    722      71.4
6_report                        5870          0.00123    722      71.4
-- registers in the layout, indices dropped and copies added (netlist names) --
name / flops
counter: 4
current_state: 4
data_out: 36
fifo_wr_en: 1
multi: 6
-- power groups by stage --
stage	logic, W	registers [W]	clock network (W)
after CTS	0.000275	0.000568	0.000384
after global routing	0.000297	0.000570	0.000408
final	0.000278	0.000569	0.000379
-- timing repair --
action | CTS | global route
hold endpoints to repair | 0 | 0
buffers inserted | 9 | 1
gates cloned | 1 | 0
pin swaps | 6 | 5
hold buffers | 0 | 0
gates resized | 54 | 13
setup endpoints to repair | 84 | 46
-- final cells by class --
cell class	count	share of cell area, %
timing repair buffer	238	39.6
multi-input combinational	316	34.3
sequential	51	21.8
tap	105	2.24
clock buffer	6	1.24
clock inverter	2	0.575
inverter	4	0.320
Power and IR drop assume default switching activity.
