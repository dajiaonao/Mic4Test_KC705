==> flow/design.v <==
`timescale 1ns / 1ps
module Receive_Data #(parameter DATA_WIDTH=170,   
                      parameter CNT_WIDTH=8,  
                      parameter SHIFT_DIRECTION=1,  
                      parameter READ_DELAY=0  
   ) (
    input data_in,  
    input clk,  
    input rst,  
    input start,  
    output reg [DATA_WIDTH-1:0] dout,  
    output reg valid  
    );
reg [2:0] current_state_in, next_state_in;
reg [DATA_WIDTH-1:0] dout_tmp;
reg [CNT_WIDTH:0] cnt;    
parameter s0=3'b001;
parameter s1=3'b010;
parameter s2=3'b100;
parameter s3=3'b000;
always@(negedge clk or posedge rst)
begin
if(rst)
 begin
 current_state_in<=s0;
 end
else
 begin
 current_state_in<=next_state_in;
 end
end
always@(current_state_in or rst or start or cnt)
begin
if(rst)
 begin
 next_state_in=s0;
 end
else
 begin
  case(current_state_in)
    s0: next_state_in=(start == 1'b1 && READ_DELAY == 0)?s2:
                      (start == 1'b1 && READ_DELAY == 1)?s3:
                      (start == 1'b1 && READ_DELAY == 2)?s1:s0; 
    s1: next_state_in=s3; 
    s3: next_state_in=s2;    
    s2: next_state_in=(cnt==DATA_WIDTH)?s0:s2;
    default: next_state_in=s0;
  endcase
 end
end
always@(negedge clk or posedge rst)
begin
 if(rst)
 begin
  cnt<=0;
  dout_tmp<=0;
 end
 else
 begin
  case(next_state_in)
   s0:
     begin
     cnt<=0;
     dout_tmp<=0;
     end
   s1,s3:  
     begin
     cnt<=0;
     dout_tmp<=0;
     end 
   s2:
     begin
     cnt<=cnt+1'b1;
     if(SHIFT_DIRECTION)
      begin
      dout_tmp[DATA_WIDTH-1-cnt]<=data_in;
      end
     else
      begin
      dout_tmp[cnt]<=data_in;
      end
     end
   default:
     begin
     cnt<=0;
     dout_tmp<=0;
     end
   endcase
 end
end
always@(negedge clk or posedge rst)
begin
 if(rst)
  begin
   dout<=0;
   valid<=0;
  end
 else
  begin
   if(cnt==DATA_WIDTH)
    begin
     dout<=dout_tmp;
     valid<=1;
    end
   else
    begin
     dout<=dout;
     valid<=0;
    end
  end
end
endmodule
==> flow/run.sh <==
#!/bin/bash
# OpenROAD 26Q1-2900-gdf79404cd8, Yosys 0.63+post, stock flow scripts
make -C /OpenROAD-flow-scripts/flow DESIGN_CONFIG=/design/flow/config.mk WORK_HOME=/design/flow/orfs finish
==> flow/config.mk <==
export PLATFORM = sky130hd
export DESIGN_NAME = Receive_Data
export DESIGN_NICKNAME = Receive_Data
export VERILOG_FILES = /design/flow/design.v
export SDC_FILE = /design/flow/constraint.sdc
export NUM_CORES = 4
export LEC_CHECK = 1
export CORE_UTILIZATION = 50
==> flow/constraint.sdc <==
current_design Receive_Data

set clk_period 13.4
set clk_io_pct 0.2

create_clock -name clk0 -period $clk_period [get_ports {clk}]

set non_clock_inputs [all_inputs -no_clocks]
set_input_delay [expr $clk_period * $clk_io_pct] -clock clk0 $non_clock_inputs
set_output_delay [expr $clk_period * $clk_io_pct] -clock clk0 [all_outputs]
==> flow_summary_export.csv <==
group,metric,value,unit
status,status,"completed",
synthesis,netlist_instances,1370,
drt,drt_iter0_markers,789,
drt,ant_nets,0,
critical_path,cp-startpoint,"start",
global_route,grt_usage,0.276,
critical_path,critPathKind,"input port to flip-flop",
synthesis,edf_count,0,
power,ir_drop,0.0968,mV
finish,drive_gt1_frac,0.194,
timing,rsz0062_at_grt,"no",
clock_tree,ctsResizeCount,0,
synthesis,synth_flops,352,
die,num_rows,64,
clock_tree,cts_max_path_buffers,3,
finish,lay_top_count,"dfrtn_1",
critical_path,start_kind,"input port",
global_route,first_global_vias,11270,
critical_path,required,7230,ps
critical_path,r2r_setup_slack,8250,ps
worst_hold_path,hp-class,"flip-flop to flip-flop",
die,fp_util,0.514,
clock_tree,cts_inserted_buffers,38,
place,globalplace.congestion,0.904,
synthesis,yosys-stat-area,0.0159,mm^2
synthesis,ys_cells,1370,
critical_path,path_max_fanout,101,
drt,vias,11172,
critical_path,crit_arrival,5090,ps
finish,final_cell_area,0.0192,mm^2
critical_path,cp-end-kind,"flip-flop",
die,fp.dieW,180,um
place,portBuffers,174,
drt,num_antenna_cells,0,
critical_path,cp-endpoint,"dout_tmp[18]",
global_route,antenna_found_initial,0,
job,drv_cap,0,
die,num_io_pins,175,
job,tool_warnings,39,
timing,max_slew_margin,0.391,
worst_hold_path,min_path_cells,1,
critical_path,r2r-start,"cnt[2]",
timing,worst_pin_slew,913,ps
synthesis,ys_seq_share,0.554,
clock_tree,path_clk_slew,40,ps
critical_path,rr_worst_depth,14,
synthesis,synth_cell_types,68,
timing,final.setup.tns,0,ps
drt,dr.pass1.iters,7,
finish,fill_cells,2455,
global_route,grt_pass1_wl,66300,um
power,power_leakage,9.27,nW
critical_path,r2r-end,"dout_tmp[153]",
power,power_density,114,mW/mm^2
critical_path,cpMaxStageDelayCell,"nor2_4",
drt,route.detailed.drc,0,
clock_tree,cts_tree,"done",
critical_path,path_cells,"clkdlybuf4s50_1, inv_1, a221o_1, nor2_4, buf_12, nand2_1, mux2i_1",
timing,slew_violations,0,
drt,routed_wirelength,41400,um
synthesis,avgSynthCellArea,11.6,um^2
clock_tree,post_cts_buffers,0,
finish,mostFrequentLayoutCells,"351 x dfrtn_1, 179 x nand2_1, 174 x clkdlybuf4s50_1",
synthesis,flop_cell,"dfrtn_1",
timing,fin_skew,51.2,ps
clock_tree,holdBufCountCts,0,
finish,post-route-util,0.620,
timing,finalHoldViolCount,0,
clock_tree,insertion_delay,570,ps
place,placed_area,0.0180,mm^2
drt,wl_per_cell,21.5,um
die,die_area,0.0325,mm^2
synthesis,ys_async_sr_fraction,1.00,
critical_path,critPathMaxStageDelay,680,ps
synthesis,ys_warn_count,1,
synthesis,syn_area,0.0159,mm^2
finish,synthToLayoutAreaGrowth,20.8,%
power,p_total,2.19,mW
clock_tree,cts_root_buf,"clkbuf_16",
place,dpl.hpwl,25900,um
die,coreArea,0.0310,mm^2
clock_tree,htreeDepth,2,
die,die.size.y,180,um
global_route,grt_max_degree,131,
drt,via_per_inst,5.79,
clock_tree,clock-sinks,352,
timing,setup_viol,0,
global_route,grt_overflow_total,0,
-- sequential cells by signal, indices dropped and copies added (netlist names) --
register	flops
dout	170
dout_tmp	170
cnt	9
current_state_in	2
valid	1
-- worst min path at each step --
stage / to / startpoint
after global routing: dout[124] / dout[124]
after CTS: dout[6] / dout_tmp[6]
final: dout[6] / dout_tmp[6]
-- routing by layer --
| layer | up-vias | GRT usage | routed length [um] |
|---|---|---|---|
| met1 | 5640 | 0.456 | 19300 |
| met4 | 0 | 0.0677 | 1180 |
| met5 | - | 0 | 0 |
| li1 | 5135 | - | - |
| met2 | 326 | 0.396 | 18300 |
| met3 | 71 | 0.0591 | 2620 |
-- power breakdown --
part	switching (mW)	total [mW]	internal (mW)
registers	0.00275	1.07	1.07
clock network	0.417	1.01	0.592
logic	0.0902	0.110	0.0194
total	0.510	2.19	1.68
-- cells by family after synthesis --
family                   after synthesis  synth area share
AND-OR/OR-AND                        111            0.0488
buffers and inverters                121            0.0344
flip-flops                           352             0.554
multiplexers                         305             0.206
XOR/XNOR                              15           0.00920
AND/OR/NAND/NOR                      452             0.137
adder cells (fa/ha/maj)               14            0.0110
-- cell type report --
class	instances	area [um^2]	share of cell area
inverter	8	33.8	0.00176
clock inverter	12	128	0.00664
multi-input combinational	897	6620	0.344
clock buffer	53	1060	0.0551
tap	396	495	0.0258
sequential	352	8810	0.458
timing repair buffer	211	2080	0.108
-- stage by stage --
stage | cells | setup WS (ps) | hold slack, ps
4_1_cts | 1929 | 2210 | 448
3_5_place_dp | 1865 | 1670 | 449
5_1_grt | 1929 | 2010 | 457
2_1_floorplan | 1370 | -516 | 416
6_report | 1929 | 2150 | 447
3_3_place_gp | 1865 | 1710 | 446
-- Yosys cell counts, types with 3 or more instances --
master       n  area [um^2]
mux2_2     170         1910
nand2_1    180          676
xor2_1       7         61.3
nor2_2       5         31.3
o2111ai_1    3         26.3
ha_1        14          175
nand3_1    103          515
nor2b_1      4         25.0
nand4_1     64          400
nor3_1       9         45.0
clkbuf_1    60          225
dfrtn_1    351         8780
inv_1        9         33.8
nor4_1       3         18.8
a21oi_1     42          210
buf_2       36          180
o21ai_0     21          105
nor2_1      41          154
and3_1       4         25.0
nand4b_1     3         26.3
buf_1        5         18.8
xnor2_1      6         52.6
mux2i_1    134         1340
or3_1        3         18.8
and2_2       3         22.5
nand2b_1     5         31.3
buf_4        9         67.6
o31ai_1     20          150
and2_1       7         43.8
-- worst max-delay path, delay by kind of cell --
| kind | cells | cell delay [ps] |
|---|---|---|
| buf+inv | 3 | 940 |
| compound gates | 1 | 370 |
| mux | 1 | 140 |
| simple gates | 2 | 800 |
Power and IR drop assume default switching activity.
